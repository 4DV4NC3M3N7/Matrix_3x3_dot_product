--- /design/flow/run.sh ---
#!/bin/bash
# OpenROAD 26Q1-2900-gdf79404cd8, Yosys 0.63+post, stock flow scripts
make -C /OpenROAD-flow-scripts/flow DESIGN_CONFIG=/design/flow/config.mk WORK_HOME=/design/flow/orfs finish
--- /design/flow/design.v ---
module Register_(Q,D,Data_RW,clk); 
		input D;
		input clk,Data_RW;
		output reg Q;
		generate 
		always @ ( posedge clk )
			begin
			if(Data_RW)
					Q <= D;
				end
		endgenerate
endmodule 
module Register(D,Data_RW,data_out,select,clk); 
		input [15:0]D;
		input [3:0]select;
		input Data_RW,clk; 
		output[8:0][15:0]data_out;
		wire [8:0][15:0]Q;
		wire [8:0]decode,clock;
		wire [15:0][8:0]mux_;
		decoder_4bits deco(.sel(select),.out_put(decode));
		genvar i,j;	
		generate 
		for(j=0;j<9;j++)
		begin : wiring_address
			assign clock[j]=clk&decode[j];
			for(i=0;i<16;i++)
			begin : wiring_width
					Register_ cell_(Q[j][i],D[i],decode[j]&Data_RW,clk);
			end 
		end
		assign data_out=Q;
		endgenerate
endmodule 
module Register_32bits(D,Data_RW,select,clk,out); 
		input [31:0]D;
		input [3:0]select;
		input Data_RW,clk; 
		wire [8:0][31:0]Q;
		wire [8:0]decode;
		output[8:0][31:0] out;
		decoder_4bits deco(.sel(select),.out_put(decode));
		genvar i,j;	
		generate 
		for(j=0;j<9;j++)
		begin : wiring_address
		for(i=0;i<32;i++)
			begin : wiring_width
					Register_ cell_(Q[j][i],D[i],decode[j]&~Data_RW,clk);
			end 
			assign out[j][31:0]=Q[j][31:0];
		end
		endgenerate
endmodule 
module decoder_4bits(sel,out_put);
		input [3:0]sel;
		output [8:0]out_put;
					assign out_put[0]=~sel[3]&~sel[2]&~sel[1]&~sel[0];
					assign out_put[1]=~sel[3]&~sel[2]&~sel[1]&sel[0];
					assign out_put[2]=~sel[3]&~sel[2]&sel[1]&~sel[0];
					assign out_put[3]=~sel[3]&~sel[2]&sel[1]&sel[0];
					assign out_put[4]=~sel[3]&sel[2]&~sel[1]&~sel[0];
					assign out_put[5]=~sel[3]&sel[2]&~sel[1]&sel[0];
					assign out_put[6]=~sel[3]&sel[2]&sel[1]&~sel[0];
					assign out_put[7]=~sel[3]&sel[2]&sel[1]&sel[0];
					assign out_put[8]=sel[3]&~sel[2]&~sel[1]&~sel[0];
endmodule
module MUX_9_to_1bits(in_put,sel,final_out);
		input[3:0]sel;
		input[8:0] in_put;
		wire [8:0]out_put;
		output final_out;
					assign out_put[0]=in_put[0]&~sel[3]&~sel[2]&~sel[1]&~sel[0];
					assign out_put[1]=in_put[1]&~sel[3]&~sel[2]&~sel[1]&sel[0];
					assign out_put[2]=in_put[2]&~sel[3]&~sel[2]&sel[1]&~sel[0];
					assign out_put[3]=in_put[3]&~sel[3]&~sel[2]&sel[1]&sel[0];
					assign out_put[4]=in_put[4]&~sel[3]&sel[2]&~sel[1]&~sel[0];
					assign out_put[5]=in_put[5]&~sel[3]&sel[2]&~sel[1]&sel[0];
					assign out_put[6]=in_put[6]&~sel[3]&sel[2]&sel[1]&~sel[0];
					assign out_put[7]=in_put[7]&~sel[3]&sel[2]&sel[1]&sel[0];
					assign out_put[8]=in_put[8]&sel[3]&~sel[2]&~sel[1]&~sel[0];
			assign final_out = out_put[0]|out_put[1]|out_put[2]|out_put[3]|out_put[4]|out_put[5]|out_put[6]|out_put[7]|out_put[8];	
		endmodule
--- /design/flow/constraint.sdc ---
current_design Register_32bits

set clk_period 5.7
set clk_io_pct 0.2

create_clock -name clk0 -period $clk_period [get_ports {clk}]

set non_clock_inputs [all_inputs -no_clocks]
set_input_delay [expr $clk_period * $clk_io_pct] -clock clk0 $non_clock_inputs
set_output_delay [expr $clk_period * $clk_io_pct] -clock clk0 [all_outputs]
--- /design/flow/config.mk ---
export PLATFORM = sky130hd
export DESIGN_NAME = Register_32bits
export DESIGN_NICKNAME = Register_32bits
export VERILOG_FILES = /design/flow/design.v
export SDC_FILE = /design/flow/constraint.sdc
export NUM_CORES = 4
export LEC_CHECK = 1
export CORE_UTILIZATION = 50
==> reports/metrics.cfg <==
[clock_network]
clkTransAtPathRegs_ns = 0.06
clock-sinks = 288
cts_repair_resize_count = 0
cts_hold_buf = 0
cts_buffers = 29
clockBufferDepth = 3
cts_tree = built
h-tree-depth = 1
ctsRootBufferMaster = clkbuf_16
post_cts_buffers = 0

[power]
p_leak_nw = 4.399
vdd_drop_max_mv = 0.2848
power_density_mw_per_mm2 = 326.3
power_mw = 4.375

[floorplanning]
ios = 326
die_x_um = 149.7
die_h_um = 149.7
num_rows = 53
fp_util_pct = 51.39
coreArea_mm2 = 0.02122
chipArea_mm2 = 0.02241

[placed_design]
port_buffers = 325
placed_cell_area_mm2 = 0.01246
gp_congestion = 0.8374
place_hpwl_um = 13310

[sta]
rsz0062_at_grt = no
drv_slew = 0
relSlewSlack_pct = 60.79
finalHoldWorstSlack_ns = 1.387
hold_violations = 0
setup_tns_ns = 0
worstMarginPinSlew_ns = 0.5881
setup_viol = 0
period_minus_slack_ns = 2.831
fmax_mhz = 353.2
finalCritPeriodShare_pct = 49.67

[critical_path]
arrival_ns = 3.04
critPathKind = input port to register
crit_required_ns = 5.91
critical_path.max_fanout = 18
crit_path_end_kind = register
setup.worst_path.start_class = input port

[drt]
diodes = 0
drcViolationCount = 0
first_iter_violations = 219
drt.antenna.violating_nets = 0
wl_um = 20650
first_pass_iters = 4
detail_route.wl_per_cell_um = 21.42
dr_total_vias = 4478
via_per_inst = 4.645

[synth]
synth_cells = 590
synth_flops = 288
avgSynthCellArea_um2 = 18.48
synth-warning-count = 1
synth_area_mm2 = 0.01091
ys_area_mm2 = 0.01091
yosysSeqAreaShare_pct = 79.30
synth_cell_type_count = 11
yosys_cells = 590

[global_routing]
grt_pass1_wl_um = 28990
grt_use_total_pct = 20.39
first_global_vias = 4689
grt_overflow = 0
antenna_found_initial = 0
grt_max_degree = 33

[min_path]
hold_depth = 1
hold_path_end = wiring_address[2].wiring_width[13].cell_.Q$_DFFE_PP_
min_from = D[13]
min_path_type = input port to register

[run]
warnings = 25
cap_viol_max_count = 0

[layout]
drive_gt1_share_pct = 8.418
final_area_mm2 = 0.01341
fin_util_pct = 63.18
largest_reg_flops = 288
reg.largest.list = wiring_address.wiring_width.cell_.Q: 288 flops
area_growth_pct = 22.93
largest-register = wiring_address.wiring_width.cell_.Q

[run_status]
status = complete, no violations

worst max-delay path by stage:
stage / start / endpoint / slack, ns / depth (start not counted)
4_1_cts: select[2] / wiring_address[3].wiring_width[15].cell_.Q$_DFFE_PP_ / 2.89 / 4
5_1_grt: select[2] / wiring_address[3].wiring_width[22].cell_.Q$_DFFE_PP_ / 2.81 / 4
6_report: select[2] / wiring_address[3].wiring_width[0].cell_.Q$_DFFE_PP_ / 2.87 / 4
cells in the final DEF (no fill, tap or decap):
cell,synthesis,routed
clkbuf_16,0,29
clkinvlp_4,0,4
nor3_4,0,1
bufinv_16,0,4
clkbuf_1,0,5
nor4_2,0,1
clkinv_2,0,1
nor3_2,1,3
nand3b_1,1,1
edfxtp_1,288,288
clkinv_1,0,9
nand2b_1,2,2
nor2_4,0,3
buf_4,288,9
or3_4,1,1
clkdlybuf4s50_1,0,325
inv_6,0,1
nor3b_4,0,1
or3b_1,1,1
synthesized netlist by cell type:
cell type  instances  area share (%)
or3b_1             1           0.080
buf_4            288              20
or3_4              1            0.10
nor3_1             3            0.14
nand3b_1           1           0.069
nor3b_2            1            0.11
nor2_1             3            0.10
nor3_2             1           0.092
nor4_1             1           0.057
edfxtp_1         288              79
nand2b_1           2            0.11
cell families (layout without fill, tap and decap cells):
family	count (synthesis)	after routing	share of synthesized area (%)
AND/OR/NAND/NOR	14	14	0.8719
flip-flops	288	288	79.30
buffers and inverters	288	387	19.83
layout make-up:
type / count / area (um2)
well taps: 275 / 344.1
repair buffers: 334 / 3321
clock inverters: 19 / 197.7
flip-flops and latches: 288 / 8648
fillers: 1451 / 7814
clock buffers: 34 / 744.5
multi-input cells: 14 / 151.4
power by group:
part / leakage [nW] / switching, mW / internal (mW)
sequential: 2.60 / 0.0107 / 2.38
combinational: 1.35 / 0.0593 / 0.0830
clock: 0.443 / 0.737 / 1.11
per-layer routing:
metal  share of wire [%]  vias up  GRT usage (%)
li1                    -     1976              -
met1                  34     2149          27.97
met2                  49      327          30.81
met3                  15       26          12.33
met4                 1.8        0          3.788
met5                   0        -              0
critical path, cell delays in order:
cell and delay [ns]:
clkdlybuf4s50_1 0.57, or3b_1 0.52, nor2_4 0.42, buf_4 0.37
per-stage QoR:
| stage | setup WS (ns) | std cells |
|---|---|---|
| 6_report | 2.869 | 964 |
| 3_5_place_dp | 2.307 | 911 |
| 5_1_grt | 2.811 | 964 |
| 3_3_place_gp | 2.397 | 911 |
| 4_1_cts | 2.887 | 964 |
| 2_1_floorplan | 0.8079 | 590 |
Power and IR drop assume default switching activity.
